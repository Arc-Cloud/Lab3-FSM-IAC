--- flow/constraint.sdc ---
current_design lfsr4

set clk_period 1.2
set clk_io_pct 0.2

create_clock -name clk0 -period $clk_period [get_ports {clk}]

set non_clock_inputs [all_inputs -no_clocks]
set_input_delay [expr $clk_period * $clk_io_pct] -clock clk0 $non_clock_inputs
set_output_delay [expr $clk_period * $clk_io_pct] -clock clk0 [all_outputs]
--- flow/design.v ---
module lfsr4 (
    input  logic       clk,
    input  logic       rst, 
    input  logic       en,
    output logic [3:0] data_out
);
logic [3:0] sreg;
always_ff @(posedge clk, posedge rst) 
    if (rst)
        sreg <= 4'b1;
    else if (en)
        sreg <= {sreg[2:0], sreg[3]^sreg[2]};
assign data_out = sreg;
endmodule 
--- flow/run.sh ---
#!/bin/bash
# OpenROAD 26Q1-2900-gdf79404cd8, Yosys 0.63+post, stock flow scripts
make -C /OpenROAD-flow-scripts/flow DESIGN_CONFIG=/design/flow/config.mk WORK_HOME=/design/flow/orfs finish
--- flow/config.mk ---
export PLATFORM = sky130hd
export DESIGN_NAME = lfsr4
export DESIGN_NICKNAME = lfsr4
export VERILOG_FILES = /design/flow/design.v
export SDC_FILE = /design/flow/constraint.sdc
export NUM_CORES = 4
export LEC_CHECK = 1
export CORE_AREA = 10 10 70 70
export DIE_AREA = 0 0 80 80
==> results.txt <==
Results of the run.

The run finished with clean final reports. The largest vdd supply drop is 0.357 mV. The share of the core filled by cells before placement is 0.0458. In the final layout, the share of cells above drive strength 1 is 0.458. The flow measured a signed area growth from synthesis to layout of 101%. Synthesis inferred 4 register bits. The slowest library cell on the worst path is sky130_fd_sc_hd__dfrtp_1.

The number of cells traversed by the worst register-to-register path is 2. Summed over all instances, the cell type with the most area after synthesis is sky130_fd_sc_hd__dfrtp_1. The post-layout period usage of the worst path is 0.917. For reference, the top cells by area after synthesis are sky130_fd_sc_hd__dfrtp_1, sky130_fd_sc_hd__mux2_2, sky130_fd_sc_hd__dfstp_2. The final tally of hold violations is 0. The register-to-register path setup slack is 0.32 ns.

The violation count after the first detailed-routing iteration is 7. According to the hold report, the worst path is of the primary input to asynchronous set/reset pin type. The mapped cell area is 156 um^2. Per the OpenROAD floorplan log, the area of the core is 0.00342 mm^2. The total buffers and inverters traversed by the critical path is 1. The max-capacitance violation count is 0.

The timing report gives the clock slew at the launch and capture registers of the worst setup and hold paths as 0.05 ns. Derived from the worst setup path, the maximum achievable clock frequency is 909 MHz. The fraction of the yosys area taken by sequential cells is 0.648. TritonCTS built the clock tree.

The overall power of the completed layout is 0.000687 W. The arrival time of data at the critical path endpoint is 0.86 ns. 7 I/O pins were placed. The startpoint of the worst-slack reg-to-reg timing path is sreg[2]$_DFFE_PP0P_. The final layout contains routed wiring with a total length of 451 um. The total cells reported by yosys after synthesis is 11. CTS added clock buffers totalling 3.

For this run, global-route usage on met3 was measured as 0.0205. The placement summary gives the final routability congestion estimate as 0.657. The initial antenna violation count is 0. The number of pins exceeding their max-slew limit in the final report is 0.

From bottom edge to top edge, the die measures 80 um. The cell sitting at the root of the clock tree is a sky130_fd_sc_hd__clkbuf_4. Synthesis instantiated 7 different standard cells from the library. Per the OpenROAD floorplan log, the area of the die is 0.00640 mm^2.

In this run the critical path is formed by dlygate4sd2_1. Grouping stages by cell kind, the critical path spends the most delay in flip-flops. The worst setup path is launched from a flip-flop.

The instance area after placement is 282 um^2. The number of buffers inserted for hold repair after clock tree synthesis is 0. CTS built an H-tree with a depth of 1. The first global-routing pass estimated 710 um of wire. The number of cell rows is 21. The chip area from the yosys synthesis statistics is 156 um^2. The capturing point of the worst reg2reg path is sreg[3]$_DFFE_PP0P_. Among all stages on the critical path, the maximum delay recorded is 0.37 ns. Synthesis produced a netlist whose cell count is 11. For this run, global-route usage on met2 was measured as 0.0209. The global routing met1 resource utilization is 0.0160. The leakage power of the design is 0.120 nW. STA lists the maximum fanout along the critical path as 3. The areal power density over the cells is 2190 mW/mm^2. In this run the mean area of a mapped cell was 14.2 um^2. The global route total overflow is 0. The count of inserted antenna diode cells is 0. Checking max transition, the worst relative margin is 0.883. The required time at the worst-slack endpoint is 0.96 ns. The clock drives 4 sinks.

The area share of the leading cell type in the synthesized netlist is 0.480. Across the routed clock network, the largest skew measured is 0.00879 ns. For this run, the number of Yosys warnings is 1.

The post-route cell area is 314 um^2. Entering global routing, the biggest net connects 5 pins. Detailed placement ended at an HPWL of 365 um. The global-route usage over all layers is 0.0160. At the later pin of the worst-skew pair, clock insertion delay measures 0.24 ns. The via count of the first global-routing pass is 150. The via count is 138. The register with the most flip-flops is sreg. Setup repair after global routing left no endpoint under its margin. The routed design shows a via density per instance of 1.97. In the final report, the number of endpoints failing setup comes to 0. The register with the most flip-flops in the layout has 4 of them. The element type at the critical path end is an output pin.

The count of nets left with antenna violations once routing finished came out at 0. The worst path in the final design needs a cycle of 1.10 ns, including I/O delays and setup. The horizontal die dimension reported for this design is 80 um.

The clock tree buffer depth is 2. The remaining routing DRC violations is 0. The registers reported with the highest flop counts are sreg x4. The count of TritonRoute iterations in the first routing pass is 2. The most congested layer reported by global routing is met2. Port buffering added 6 buffers. The transition time recorded at the tightest slew-check pin is 0.176 ns. The critical path in this run is classified as flip-flop to output pin.

All stages included, the depth of the critical timing path comes to 1. Across all stage logs, warnings added up to 25. In the final routed layout, each cell accounts on average for 6.44 um.
==> synth_stat cells (all sizes together) <==
library cell	instances
nor2	1
mux2	3
dfstp	1
dfrtp	3
inv	1
a21oi	1
xnor2	1
==> worst reg2reg max path, cell delays in order (launching register included) <==
cell                      delay (ns)
sky130_fd_sc_hd__dfrtp_1        0.36
sky130_fd_sc_hd__buf_4          0.14
sky130_fd_sc_hd__mux2_2         0.25
==> repair_timing <==
action	4_1_cts	5_1_grt
buffers inserted	2	0
setup endpoints to repair	4	0
resized	6	0
hold endpoints to repair	0	0
==> cell usage in the layout, fill, tap and decap left out <==
master / n
sky130_fd_sc_hd__a21oi_1: 1
sky130_fd_sc_hd__buf_2: 1
sky130_fd_sc_hd__buf_4: 3
sky130_fd_sc_hd__clkbuf_1: 1
sky130_fd_sc_hd__clkbuf_4: 3
sky130_fd_sc_hd__clkdlybuf4s50_1: 2
sky130_fd_sc_hd__dfrtp_1: 3
sky130_fd_sc_hd__dfstp_2: 1
sky130_fd_sc_hd__dlygate4sd2_1: 3
sky130_fd_sc_hd__inv_1: 1
sky130_fd_sc_hd__mux2_2: 3
sky130_fd_sc_hd__nor2_1: 1
sky130_fd_sc_hd__xnor2_1: 1
==> where the power goes <==
group / internal [W] / total, W / switching, W / leakage (nW)
Sequential: 0.000215 / 0.000248 / 0.0000333 / 0.0440
Combinational: 0.000172 / 0.000247 / 0.0000749 / 0.0614
Clock: 0.000125 / 0.000192 / 0.0000664 / 0.0150
==> area by class of cell <==
cell class,count,area [um^2]
multi-input combinational,6,51.3
inverter,1,3.75
tap,46,57.6
clock buffer,4,26.3
fill,403,3100
sequential,4,101
timing repair buffer,9,73.8
==> worst max-delay path by stage <==
stage / slack, ns / start / end
final: 0.10 / sreg[1]$_DFFE_PP0P_ / data_out[1]
after global routing: 0.04 / sreg[1]$_DFFE_PP0P_ / data_out[1]
after CTS: 0.08 / sreg[1]$_DFFE_PP0P_ / data_out[1]
==> logic make-up after synthesis <==
logic type                after synthesis  share of synthesized area
xor gates and xnor gates                1                     0.0560
muxes                                   3                      0.216
and+or+nand+nor                         1                     0.0240
DFF                                     4                      0.648
AOI/OAI and AO/OA                       1                     0.0320
buffers and inverters                   1                     0.0240
==> routing by layer <==
layer / wire [um] / vias up
met3: 69 / 0
met2: 183 / 7
met5: 0 / -
met4: 0 / 0
met1: 198 / 69
li1: - / 62
==> metrics by stage <==
stage	hold WS [ns]	util	setup slack [ns]	TNS (ns)	instances
2_1_floorplan	0.00536	-	0.453	0	11
3_3_place_gp	0.443	0.0824	-0.0771	-0.271	64
3_5_place_dp	0.440	0.0824	-0.0735	-0.250	64
4_1_cts	0.174	0.0919	0.0776	0	70
5_1_grt	0.189	0.0919	0.0414	0	70
6_report	0.174	0.0919	0.100	0	70
Power and IR drop assume default switching activity.
