==> ./design.v <==
module lfsr7 (
    input  logic       clk,
    input  logic       rst, 
    input  logic       en,
    output logic [6:0] data_out
);
logic [6:0] sreg;
always_ff @(posedge clk, posedge rst) 
    if (rst)
        sreg <= 7'b1;
    else if (en)
        sreg <= {sreg[5:0], sreg[6]^sreg[2]};
assign data_out = sreg;
endmodule 
==> ./run.sh <==
#!/bin/bash
# OpenROAD 26Q1-2900-gdf79404cd8, Yosys 0.63+post, stock flow scripts
make -C /OpenROAD-flow-scripts/flow DESIGN_CONFIG=/design/flow/config.mk WORK_HOME=/design/flow/orfs finish
==> ./config.mk <==
export PLATFORM = sky130hd
export DESIGN_NAME = lfsr7
export DESIGN_NICKNAME = lfsr7
export VERILOG_FILES = /design/flow/design.v
export SDC_FILE = /design/flow/constraint.sdc
export NUM_CORES = 4
export LEC_CHECK = 1
export CORE_AREA = 10 10 70 70
export DIE_AREA = 0 0 80 80
==> ./constraint.sdc <==
current_design lfsr7

set clk_period 1.0
set clk_io_pct 0.2

create_clock -name clk0 -period $clk_period [get_ports {clk}]

set non_clock_inputs [all_inputs -no_clocks]
set_input_delay [expr $clk_period * $clk_io_pct] -clock clk0 $non_clock_inputs
set_output_delay [expr $clk_period * $clk_io_pct] -clock clk0 [all_outputs]
==> metrics.cfg <==
[floorplanning]
row_count=21
die_w_um=80
die_h_um=80
initial_core_util_pct=8.75
ioPinCount=10
core-area_sq_um=3420
dieArea_sq_um=6400

[finish]
syn_to_final_growth_pct=64.9
largest_reg_flops=7
final_cell_mix=7 x buf_2, 7 x buf_4, 6 x mux2_4, 6 x dfrtp_1, 3 x clkbuf_4
regMostFlops=sreg
top_regs=sreg: 7 flops
drive_above_1_share_pct=65.8
num-fill-cells=406

[synth]
netlist_area_sq_um=299
postSynthAreaPerCell_sq_um=16.6
yosysUniqueCellTypes=8
ys_seq_share_pct=59.0
ys_cells=18
synth_warnings=1
syn_inst=18
yosys_area_sq_um=299
numSynthFlops=7

[routing]
drtAntennaViolNets=0
num_vias=201
routed_via_density=2.39
diodes=0
drcViolationCount=0
drt_iter0_drc=2
finalWirelength_um=665
dr.pass1.iters=2
wl_per_cell_um=7.92

[grt]
grt_pass1_wl_um=1140
antenna_found_initial=0
grt_max_degree=9
grt_pass1_vias=239
grt_overflow=0
grt_usage_pct=2.23

[critical_path]
worstPathCellList=buf_2
cp_slowest_cell=dfstp_2
r2r-start=sreg[2]
critPathCaptureType=output port
r2r_cells=2
r2r_slack_ns=0.11
startpoint_type=flop
r2r-end=sreg[2]
cp_data_arrival_time_ns=0.86
worstSetupPathType=reg2out
required_ns=0.80
worst-path-buf-inv=1
cp_top_family=flip-flops
path_max_fanout=2
cp_slowest_stage_delay_ns=0.52

[cts]
cts_tree=built
cts_buffers=3
root_buffer=clkbuf_4
cts_sinks=7
clk_path_buf_depth=2
clk_pin_slew_ns=0.05
cts_max_level=1
hold_buffers=0
clk_latency_ns=0.25

[timing]
rsz0062_at_grt=yes
tightestPinTransition_ns=0.258
drv_slew=0
clock-skew-final_ns=0.00310
fmax_ghz=0.943
setup_violations=1
post-route-period-util_pct=106
tns_ns=-0.0610
fin_crit_ns=1.06
worst_hold_slack_ns=0.168
slew_headroom_pct=82.8
layout_setup_ws_ns=-0.0610
finalHoldViolCount=0

[power]
irDropWorstVdd_uv=991
p_per_area_nw_per_um2=2860
p_leak_nw=0.233

[job]
tool_warnings=27
drv_cap=0

[run_status]
status=complete, but fails checks
violations=negative setup slack

[hold_path]
hold_class=in2async

[place]
dp_hpwl_um=513
port-buffer-count=9
gp_congestion=0.751

metrics by stage:
step | setup slack, ns | util (%) | std cells | area (sq um) | power (mW)
floorplan | 0.241 | - | 18 | 299 | 0.755
global placement | -0.260 | 14.5 | 80 | 495 | 1.30
detailed placement | -0.262 | 14.5 | 80 | 495 | 1.31
CTS | -0.0820 | 14.5 | 85 | 494 | 1.47
global route | -0.107 | 14.4 | 84 | 493 | 1.53
finish | -0.0610 | 14.4 | 84 | 493 | 1.41
cells by family (layout without fill, tap and decap cells):
logic type	count (synthesis)	in the layout	synth area share [%]
flip-flops	7	7	59.0
multiplexers	6	6	30.1
buffers and inverters	2	22	5.02
AND-OR/OR-AND	1	1	1.67
XOR/XNOR	1	1	2.93
AND/OR/NAND/NOR	1	1	1.25
layout make-up:
cell class | instances | area (sq um) | share of cell area [%]
clock buffer | 4 | 26.3 | 5.33
inverter | 1 | 3.75 | 0.761
multi-input combinational | 9 | 108 | 21.8
sequential | 7 | 176 | 35.8
tap | 46 | 57.6 | 11.7
timing repair buffer | 17 | 121 | 24.6
where the power goes:
group | internal (mW) | total, mW | switching [mW]
clock network | 0.152 | 0.258 | 0.106
logic | 0.461 | 0.651 | 0.190
registers | 0.438 | 0.500 | 0.0616
total | 1.05 | 1.41 | 0.357
worst reg2reg max path: stages, from the launching register on:
cell and delay [ns]:
dfrtp_1 0.37, buf_4 0.14, mux2_4 0.26
synth_stat cells:
library cell,n,area share (%)
xnor2_1,1,2.9
nor2_1,1,1.3
inv_1,1,1.3
a21oi_1,1,1.7
mux2_4,6,30
dfrtp_1,6,50
buf_6,1,3.8
dfstp_2,1,8.8
how the worst max path moves through the flow:
stage | startpoint | end | slack (ns) | depth (start not counted)
finish | sreg[0] | data_out[0] | -0.06 | 1
CTS | sreg[0] | data_out[0] | -0.08 | 1
global route | sreg[0] | data_out[0] | -0.11 | 1
layer usage:
layer,GRT usage [%],vias to the layer above,wire length (um)
met5,0,-,0
met1,2.56,92,282
met2,3.45,8,324
met4,0.880,0,9
li1,-,99,-
met3,1.14,2,48
what timing repair did:
action / in CTS / in global routing
setup endpoints to repair: 7 / 7
setup buffers: 1 / 0
gates cloned: 0 / 0
resized: 21 / 2
Power is estimated from default activity; no workload was simulated.
